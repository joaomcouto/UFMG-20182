## design.v

```verilog
module single_port_ram 
(
	input [7:0] data,
	input [7:0] addr,
	input we, clk,
	output [7:0] q
);
	reg [7:0] ram[31:0];
	reg [4:0] addr_reg;
	always @ (posedge clk)
	begin
		if (we)
			ram[addr] <= data;
		addr_reg <= addr;
	end
	assign q = ram[addr_reg];
endmodule
```

## run.sh

```bash
#!/bin/bash
# OpenROAD 26Q1-2900-gdf79404cd8, Yosys 0.63+post, stock flow scripts
make -C /OpenROAD-flow-scripts/flow DESIGN_CONFIG=/design/flow/config.mk WORK_HOME=/design/flow/orfs finish
```

## config.mk

```make
export PLATFORM = sky130hd
export DESIGN_NAME = single_port_ram
export DESIGN_NICKNAME = single_port_ram
export VERILOG_FILES = /design/flow/design.v
export SDC_FILE = /design/flow/constraint.sdc
export NUM_CORES = 4
export LEC_CHECK = 1
export CORE_UTILIZATION = 50
```

## constraint.sdc

```tcl
current_design single_port_ram

set clk_period 6.0
set clk_io_pct 0.2

create_clock -name clk0 -period $clk_period [get_ports {clk}]

set non_clock_inputs [all_inputs -no_clocks]
set_input_delay [expr $clk_period * $clk_io_pct] -clock clk0 $non_clock_inputs
set_output_delay [expr $clk_period * $clk_io_pct] -clock clk0 [all_outputs]
```

==> impl_metrics.csv <==
group,metric,value,unit
critical_path,crit_chain,"buf_12 > mux4_2 > mux4_2 > mux2_2 > clkdlybuf4s50_1",
die,die_w,143,µm
synth,ys_area,9990,µm²
route,drt_wl_total,18.7,mm
synth,yosysWarnings,1,
route,drt-initial-drc-count,213,
placed_design,placedCellCount,693,
critical_path,required,4.80,ns
clocking,cts_buffer_depth,3,
layout,top_regs,"ram (256)",
layout,instances_no_fill,741,
route,routed.top_layer,"met4",
timing,maxSlewHeadroom,0.430,
synth,netlist_instances,414,
outcome,status,"finished clean",
timing,tightest_slew,0.855,ns
clocking,cts.sinks,261,
synth,ys_sh_adder,0,
clocking,postCtsSetupBuffers,0,
clocking,clkTransAtPathRegs,0.06,ns
pwr,power.density,339,nW/µm²
critical_path,path_buffers,2,
layout,top_register,"ram",
die,coreArea,19500,µm²
synth,simple_gate_area_frac,0.0208,
synth,largest_area_cell,"edfxtp_1",
synth,area_leaders,"edfxtp_1 77%, mux4_2 18%, nor2_1 1.2%",
layout,mi_logic_area,2100,µm²
layout,seq_area,7790,µm²
route,diodes,0,
clocking,numCtsBuffers,26,
route,post_drt_wl_per_cell,25.2,µm
synth,logic_family,"multiplexers",
timing,rsz0062_at_grt,"false",
die,io_pins,26,
pwr,power_leakage,3.53,nW
layout,lay_top_cells,"256 x edfxtp_1, 80 x mux4_2, 33 x nor2_1",
flow_run,log.warning_count,28,
synth,syn_area,9990,µm²
timing,hold_viol_final,0,
route,vias_per_cell,5.77,
placed_design,numPortBuffers,22,
route,wl_met2,8.62,mm
grt,grt_antenna_before_repair,0,
timing,worst_slack,1.32,ns
timing,period_minus_slack,4.68,ns
route,route.detailed.drc,0,
route,vias,4278,
critical_path,slowest_delay,0.79,ns
timing,finalSetupTns,0,ns
clocking,cts_root_buf,"clkbuf_16",
route,dr_wl_met3,2.74,mm
route,wl_met1,7.12,mm
clocking,htreeDepth,1,
critical_path,crit_family,"multiplexers",
die,rows,51,
synth,ys_cells,414,
clocking,cts_tree,"yes",
grt,grt_overflow_total,0,
flow_run,cap_violations,0,
timing,finalClockPeriodUsage,0.780,
clocking,ctsResizeCount,0,
synth,mux_area_frac,0.189,
grt,grt_pass1_wl,27.8,mm
layout,finish.utilization,0.586,
synth,synth_top_area_share,0.769,
layout,lay_top_count,"edfxtp_1",
synth,ys_types,15,
timing,setup_viol,0,
grt,grt_pass1_vias,4895,
hold_path,hp-class,"primary input to register",
grt,grt.total_usage,0.220,
placed_design,place_ws,1.75,ns
critical_path,path_depth,5,
synth,ys_seq_frac,0.779,
critical_path,slowest_stage,"dfxtp_4",
critical_path,startpoint_type,"register",
route,postRouteAntennaNets,0,
layout,largest_reg_flops,256,
layout,fillCellCount,1414,
critical_path,crit_type,"register to output port",
clocking,holdBufCountCts,0,
critical_path,crit_fanout,33,
layout,drive_above_1_share,0.296,
die,fp-utilization,0.512,
placed_design,place_hpwl,11.2,mm
route,dr.pass1.iters,4,
critical_path,crit_end,"q[5]",
synth,synth_flops,261,
layout,area_growth,14.4,%
timing,slew_viol_final,0,
synth,xor_area_frac,0,
timing,fmax,214,MHz
synth,ys_sh_aoi,0,
hold_path,min_from,"addr[1]",
critical_path,crit_top_cell,"mux4_2",
grt,grt_max_degree,34,
synth,avgSynthCellArea,24.1,µm²
critical_path,end_kind,"output port",
placed_design,gp_congestion,0.803,
critical_path,worstPathArrival,3.48,ns
pwr,peakVddDrop,0.000246,V
die,fp.dieH,143,µm
die,dieArea,20600,µm²
## worst min path at each step
stage	to	slack [ns]	cells after the start
4_1_cts	register	1.26	1
5_1_grt	register	1.29	1
6_report	register	1.28	1
## logic make-up (layout without fill, tap and decap cells)
group / Yosys count / count (layout)
flip-flops: 261 / 261
multiplexers: 88 / 88
AND/OR/NAND/NOR: 45 / 45
buffers and inverters: 20 / 82
## layer usage
layer / global-route usage / up-vias
met5: 0 / -
met4: 0.0235 / 0
met3: 0.155 / 20
met2: 0.310 / 221
met1: 0.330 / 2183
li1: - / 1854
## synth_stat cells (all sizes together)
| library cell | instances |
|---|---|
| buf | 14 |
| edfxtp | 256 |
| or3b | 3 |
| or3 | 1 |
| nand2 | 1 |
| dfxtp | 5 |
| clkbuf | 6 |
| mux2 | 8 |
| nor2 | 33 |
| mux4 | 80 |
| nand3 | 2 |
| nand3b | 5 |
## report_power, final
group | internal, mW | total, mW | switching (mW)
sequential | 2.02 | 2.04 | 0.0147
clock | 1.03 | 1.65 | 0.620
combinational | 0.0957 | 0.189 | 0.0931
total | 3.15 | 3.88 | 0.728
## per-stage QoR
| stage | hold slack, ns | total power [mW] | cell area, µm² |
|---|---|---|---|
| finish | 1.28 | 3.88 | 11400 |
| global route | 1.29 | 4.00 | 11400 |
| CTS | 1.26 | 3.92 | 11400 |
| detailed placement | 1.80 | 2.27 | 10500 |
| global placement | 1.79 | 2.26 | 10500 |
| floorplan | 1.23 | 2.17 | 9990 |
## final cells by class
| cell class | count | share of cell area |
|---|---|---|
| Clock buffer | 33 | 0.0610 |
| Clock inverter | 15 | 0.0168 |
| Multi-Input combinational cell | 133 | 0.184 |
| Sequential cell | 261 | 0.681 |
| Tap cell | 265 | 0.0290 |
| Timing Repair Buffer | 34 | 0.0282 |
Power figures rest on the tool's default switching activity, not on a simulated workload.
