===== design.v =====
module adder_8bit(
	input [7:0] a,
	input [7:0] b,
	input cin,
	output reg [7:0] soma,
	output reg cout,
	output  ovf
);
	reg [8:0] c;
	integer i;
	always @ (a or b or cin) begin
		c[0]=cin;
		if (cin == 0) begin
			for ( i=0; i<8 ; i=i+1) begin
				soma[i]= a[i]^b[i]^c[i];
				c[i+1]= (a[i]&b[i])|(a[i]&c[i])|(b[i]&c[i]);
			end
		end
		else if (cin == 1) begin
			for ( i=0; i<8 ; i=i+1) begin
				soma[i]= a[i]^(~ b[i])^c[i];
				c[i+1]= (a[i]&(~b[i]))|(a[i]&c[i])|((~b[i])&c[i]);
			end
		end
		cout=c[8];
	end
	assign ovf = cout;
endmodule

===== run.sh =====
#!/bin/bash
# OpenROAD 26Q1-2900-gdf79404cd8, Yosys 0.63+post, stock flow scripts
make -C /OpenROAD-flow-scripts/flow DESIGN_CONFIG=/design/flow/config.mk WORK_HOME=/design/flow/orfs finish

===== config.mk =====
export PLATFORM = sky130hd
export DESIGN_NAME = adder_8bit
export DESIGN_NICKNAME = adder_8bit
export VERILOG_FILES = /design/flow/design.v
export SDC_FILE = /design/flow/constraint.sdc
export NUM_CORES = 4
export LEC_CHECK = 1
export CORE_AREA = 10 10 70 70
export DIE_AREA = 0 0 80 80

===== constraint.sdc =====
current_design adder_8bit

set clk_period 3.7
set clk_io_pct 0.2

create_clock -name clk0 -period $clk_period

set non_clock_inputs [all_inputs -no_clocks]
set_input_delay [expr $clk_period * $clk_io_pct] -clock clk0 $non_clock_inputs
set_output_delay [expr $clk_period * $clk_io_pct] -clock clk0 [all_outputs]

==> Changelog: implementation <==
### Changed

* Fp_density at 0.147
* Critical setup path kind: primary input to output pin
* # IOs at 27
* Endpoints failing hold at 0
* Yosys Warn Count at 1
* Synth cell types at 10
* Antenna viol nets, final at 0
* Setup bufs post-CTS at 0
* Die X at 80 microns
* Total Routing Usage GR at 0.0366
* Clkbuf count at 0
* Drt pass-1 iters at 3
* Number of global-route vias before repair at roughly 440
* # Cells Yosys at approximately 47
* Vias per cell at roughly 3.3
* Final setup margin at -1.05 ns
* Ant diodes at 0
* Final min period at about 4.8 ns
* Chip Area, Yosys at ~500 sq um
* Pwr Density at ~150 nW/um^2
* Hold Crit Class: primary input to output pin
* Failing checks: setup timing
* Mapped Avg Cell Area at 10.7 sq um
* Final wirelength at 1210 microns
* Synth-to-layout area growth at 67.8%
* FILL cells at ~360
* Final Core Density at 0.247
* Initial antenna violation count at 0
* CORE AREA at about 3400 sq um
* Top achievable clock speed at around 210 MHz
* Top Layout Cells: clkdlybuf4s50_1, fa_2, inv_1
* Die Span Y at ~80 microns
* First-pass GRT wire length at 1910 microns
* Max-slew violation count at 0
* Worst Tran Pin Value at between 0.15 and 0.2 ns
* # hold bufs at CTS at 0
* Vias at just over 400
* DR iter-0 viols at 6
* Share of layout cells above drive strength 1 at 0.480
* RSZ-0062 raised after global routing: yes
* Post-Syn Instances at between 40 and 50
* Most frequent logic cell in the layout: clkdlybuf4s50_1
* Crit path from: b[0]
* Flop area at 0 sq um
* RePlAce Congestion at about 0.78
* Tot Pwr at roughly 120 uW
* Number of max-cap violations at 0
* Final Setup Violations at 6
* Die ar. at 6400 sq um
* Worst slew margin at 0.886
* Worst setup SP type: primary input
* Run status: finished, violations left
* Fin cells at ~120
* Gr ovfl total at 0
* Avg WL per Cell at between 10 and 15 microns
* Post-DP HPWL at between 1000 and 1500 microns
* Leak pwr at about 0.36 nW
* Hold WS at about 2 ns
* Placed cell count at 121
* Log Warnings at 36
* CP Max Fanout at 2
* Largest net degree at the start of global routing at 11
* Worst VDD drop at between 0.06 and 0.07 mV
* CP Capture Type: output pin
* Critical Path AT at 4.01 ns
* Seq/Total Area, Yosys at 0
* Pre-CTS setup slack at -1.86 ns
* Cell row count at 21
* Final period util at 1.28
* PortBufs at 27
* Cell Area, Synth at approximately 500 sq um
* HP Start: cin
* Crit path required time at around 3.0 ns
* DRC at 0
* Flip-flops at 0
synth_stat cells:
| master | n | area share |
|---|---|---|
| buf_4 | 1 | 0.015 |
| o21ai_0 | 1 | 0.010 |
| nor2_2 | 3 | 0.037 |
| nand2_1 | 1 | 0.0075 |
| fa_1 | 16 | 0.64 |
| a21oi_2 | 3 | 0.052 |
| mux2i_1 | 4 | 0.080 |
| inv_1 | 16 | 0.12 |
| xor2_1 | 1 | 0.017 |
| buf_6 | 1 | 0.022 |
kinds of logic (layout without fill, tap and decap cells):
kind of cell | Yosys count | in the layout | synth area share
xor+xnor | 1 | 1 | 0.0175
compound gates | 4 | 4 | 0.0623
buf+inv | 18 | 46 | 0.157
simple gates | 4 | 4 | 0.0449
fa+ha+maj | 16 | 16 | 0.638
mux | 4 | 4 | 0.0798
power breakdown:
part	internal [mW]	total, mW	switching [mW]
Combinational	0.0725	0.122	0.0497
Clock	0	0	0
Sequential	0	0	0
Total	0.0725	0.122	0.0497
cell type report:
class | instances | area, sq um | share of cell area
Inverter | 16 | 60.1 | 0.0713
Tap cell | 46 | 57.6 | 0.0684
Multi-Input combinational cell | 29 | 462 | 0.548
Timing Repair Buffer | 30 | 263 | 0.312
path summary, 6_finish.rpt:
kind	to	slack [ns]	cells after the start
setup / recovery	soma[7]	-1.05	12
hold / removal	soma[6]	1.98	4
repair_timing:
item / in CTS / in global routing
pin swaps: 3 / 3
setup endpoints to repair: 8 / 6
gates resized: 44 / 2
layer usage:
layer	GRT usage	vias to the layer above	wire length (microns)
li1	-	187	-
met1	0.0478	190	555
met2	0.0482	27	396
met3	0.0307	0	259
met4	0	0	0
met5	0	-	0
critical path, cell delays in order:
cell and delay, ns:
buf_8 0.10, fa_2 0.38, fa_2 0.36, fa_2 0.34, fa_2 0.34, fa_2 0.34, fa_2 0.34, fa_2 0.34
inv_2 0.06, fa_2 0.41, mux2i_1 0.13, buf_2 0.12
through the flow:
stage	instance area [sq um]	setup TNS (ns)
detailed placement	861	-9.71
finish	842	-3.86
global placement	861	-9.57
floorplan	529	-2.41
CTS	836	-4.20
global route	842	-4.32
Power and IR drop assume default switching activity.
